**flow/config.mk**
```make
export PLATFORM = sky130hd
export DESIGN_NAME = alu
export DESIGN_NICKNAME = alu
export VERILOG_FILES = /design/flow/design.v
export SDC_FILE = /design/flow/constraint.sdc
export NUM_CORES = 4
export LEC_CHECK = 1
export CORE_UTILIZATION = 40
```
**flow/run.sh**
```bash
#!/bin/bash
# OpenROAD 26Q1-2900-gdf79404cd8, Yosys 0.63+post, stock flow scripts
make -C /OpenROAD-flow-scripts/flow DESIGN_CONFIG=/design/flow/config.mk WORK_HOME=/design/flow/orfs finish
```
**flow/design.v**
```verilog
module alu( A,B,ALU_Control,Result);
input[7:0] A,B;
input [3:0] ALU_Control;
output reg [7:0] Result;
always @* begin
  case(ALU_Control)
        4'b0000 : Result = A+B;
        4'b0001 : Result = A-B;
        4'b0010 : Result = A*B;
        4'b0011 : Result = A/B;
        4'b0100 : Result = A<<1;
        4'b0101 : Result = A>>1;
        4'b0110 : Result = {A[6:0],A[7]};
        4'b0111 : Result = {A[0],A[7:1]};
        4'b1000 : Result = A&B;
        4'b1001 : Result = A|B;
        4'b1010 : Result = A^B;
        4'b1011 : Result = ~(A|B);
        4'b1100 : Result = ~(A&B);
        4'b1101 : Result = ~(A^B);
        4'b1110 : Result = (A>B) ? 8'd1 : 8'd0;
        4'b1111 : Result = (A==B) ? 8'd1: 8'd0;
        default: Result = 8'bX;
  endcase 
end
endmodule
```
**flow/constraint.sdc**
```tcl
current_design alu

set clk_period 15.8
set clk_io_pct 0.2

create_clock -name clk0 -period $clk_period

set non_clock_inputs [all_inputs -no_clocks]
set_input_delay [expr $clk_period * $clk_io_pct] -clock clk0 $non_clock_inputs
set_output_delay [expr $clk_period * $clk_io_pct] -clock clk0 [all_outputs]
```
==> results.py <==
# Metrics from the implementation run
metrics = {
    "die": {
        "die_y_um": 101,
        "chip_area_um2": 10300,
        "ioPinCount": 28,
        "row_count": 35,
        "die_w_um": 101,
        "initCoreUtil": 0.420,
        "core-area_um2": 9420,
    },
    "sta": {
        "rsz0062_at_grt": "true",
        "fin_crit_ns": 15.63,
        "fmax_mhz": 64.0,
        "hold_violations": 0,
        "setup_viol": 0,
        "final.period_utilization": 0.989,
        "worstMarginPinSlew_ns": 0.881,
        "finalMaxSlewViolations": 0,
        "slew_headroom": 0.408,
    },
    "power_and_ir_drop": {
        "power_density_nw_per_um2": 48.1,
        "p_clk_frac": 0,
        "peakVddDrop_mv": 0.0324,
        "combPwrFrac": 1.000,
        "internal_power_mw": 0.130,
        "p_leak_nw": 2.50,
        "switching_power_mw": 0.133,
        "seq_power_share": 0,
        "power_mw": 0.263,
        "swShare": 0.506,
    },
    "cells_and_area": {
        "drive_gt1_frac": 0.270,
        "design_area_um2": 5460,
        "lay_top_cells": "buf_4, ha_1, nor2_1, inv_1, nand2_1",
        "area_delta_synth_final_pct": 38.2,
        "layout_top_cell": "buf_4",
        "nClkBuffers": 0,
        "flop_area_um2": 0,
        "fill_cells": 816,
        "fin_cells": 778,
        "seq_cells": 0,
        "mi_logic_area_um2": 4120,
    },
    "routing": {
        "routed-via-count": 4423,
        "firstDrtPassIters": 5,
        "wl_per_cell_um": 17.7,
        "routed_via_density": 5.69,
        "antennaDiodeCount": 0,
        "drtIter0Drc": 128,
        "drt-total-wl_um": 13800,
        "drtAntennaViolNets": 0,
        "drc": 0,
    },
    "worst_setup_path": {
        "cp_slowest_cell": "or4_4",
        "cpMostUsedCell": "ha_4",
        "endpoint_kind": "output pin",
        "path_max_fanout": 6,
        "worstSetupStartpointType": "primary input",
        "worstPathRequired_ns": 12.64,
        "worst_ep_arrival_time_ns": 12.47,
        "crit_path_max_incr_delay_ns": 0.55,
        "worst-setup-path-type": "in2out",
    },
    "synthesis": {
        "ys_area_um2": 3950,
        "synthCells": 550,
        "ys_cells": 550,
        "ys_types": 55,
        "syn_avg_cell_area_um2": 7.18,
        "synth_warnings": 1,
        "ys_seq_frac": 0,
        "syn-cell-area_um2": 3950,
    },
    "grt": {
        "antenna_found_initial": 0,
        "grt_max_degree": 42,
        "grt_pass1_wl_um": 21700,
        "overflow": 0,
        "grt_use_total": 0.277,
        "grt_pass1_vias": 4298,
    },
    "worst_hold_path": {
        "hp-class": "in2out",
    },
    "run_status": {
        "status": "finished clean",
    },
    "clock_tree": {
        "hold_buffers": 0,
    },
    "job": {
        "warnings": 53,
        "maxCapViolations": 0,
    },
    "placement": {
        "post_dp_cell_area_um2": 4900,
        "dp.cells": 762,
        "portBuffers": 28,
        "hpwlAfterDp_um": 10400,
        "place.gp.congestion": 1.00,
    },
}
[worst paths after layout]
kind | startpoint | endpoint | slack (ns) | cells after the start
min | B[7] | Result[0] | 7.28 | 7
max | B[4] | Result[0] | 0.17 | 49
[repair_timing]
| item | CTS | global route |
|---|---|---|
| endpoints found under the setup margin | 1 | 1 |
| resized | 64 | 53 |
| setup buffers | 11 | 5 |
| cloned | 0 | 0 |
| pin swaps | 34 | 44 |
[critical path: cells and delay by family]
kind	cells	cell delay [ns]
AOI/OAI and AO/OA	24	4.36
adders and majority gates	7	1.76
buffers and inverters	8	1.12
and+or+nand+nor	7	1.05
muxes	3	1.00
[area by class of cell]
cell class,count,area share
inverters,51,0.0351
multi-input cells,474,0.754
well taps,129,0.0296
repair buffers,124,0.181
[stage by stage]
step | hold WS, ns | utilization | setup WS (ns) | TNS, ns
6_report | 7.28 | 0.580 | 0.171 | 0
2_1_floorplan | 6.47 | - | 0.0455 | 0
3_3_place_gp | 7.66 | 0.521 | -0.811 | -0.811
4_1_cts | 7.37 | 0.553 | 0.0329 | 0
3_5_place_dp | 7.68 | 0.521 | -1.06 | -1.06
5_1_grt | 7.32 | 0.580 | -0.283 | -0.283
[kinds of logic after synthesis]
logic type                 after synthesis  share of synthesized area
AOI/OAI and AO/OA                      160                      0.272
and+or+nand+nor                        156                      0.176
adders and majority gates               93                      0.321
buffers and inverters                   76                     0.0722
xor gates and xnor gates                40                     0.0887
muxes                                   25                     0.0703
[synth_stat cells, types with 2 or more instances]
master     count  area (um2)
o21bai_1       9        67.6
or2_2          3        18.8
mux2i_1       14         140
a2bb2oi_1      2        17.5
ha_1          79         988
a21o_1         9        67.6
o211ai_1       7        52.6
a221oi_1       2        17.5
o22a_1         2        17.5
buf_1          3        11.3
a41oi_1        2        17.5
nor2_1        57         214
nand2b_1       5        31.3
nor2b_1        3        18.8
mux2_2         7        78.8
o31ai_1        2        15.0
a22o_1         3        26.3
nor4_1         4        25.0
nor3b_1        2        15.0
a31oi_1        8        50.1
a22oi_1        3        22.5
nand2_1       48         180
xor2_1        18         158
o311ai_0       3        26.3
clkbuf_1      22        82.6
o21a_1        13        97.6
mux2_4         3        45.0
nor3_1        17        85.1
nand3_1        8        40.0
fa_1          14         280
and3_1         2        12.5
a211oi_1       5        37.5
xnor2_1       22         193
a32oi_1        5        43.8
o21ai_0       32         160
inv_1         49         184
or3_1          2        12.5
clkinv_1       2        7.51
a21oi_1       37         185
o22ai_1        3        18.8
o32ai_1        2        17.5
a21boi_0       4        30.0
[power groups by stage]
stage     combinational, mW  clock [mW]  sequential, mW
6_report              0.263           0               0
5_1_grt               0.290           0               0
4_1_cts               0.243           0               0
[metal layers]
metal,vias up,track usage,part of all wire
met4,0,0.109,0.041
met1,2037,0.365,0.44
met5,-,0,0
li1,2169,-,-
met2,174,0.460,0.45
met3,43,0.0399,0.070

===== flow/config.mk =====
export PLATFORM = sky130hd
export DESIGN_NAME = Day05
export DESIGN_NICKNAME = Day05
export VERILOG_FILES = /design/flow/design.v
export SDC_FILE = /design/flow/constraint.sdc
export NUM_CORES = 4
export LEC_CHECK = 1
export CORE_AREA = 10 10 70 70
export DIE_AREA = 0 0 80 80

===== flow/run.sh =====
#!/bin/bash
# OpenROAD 26Q1-2900-gdf79404cd8, Yosys 0.63+post, stock flow scripts
make -C /OpenROAD-flow-scripts/flow DESIGN_CONFIG=/design/flow/config.mk WORK_HOME=/design/flow/orfs finish

===== flow/constraint.sdc =====
current_design Day05

set clk_period 1.7
set clk_io_pct 0.2

create_clock -name clk0 -period $clk_period [get_ports {clk}]

set non_clock_inputs [all_inputs -no_clocks]
set_input_delay [expr $clk_period * $clk_io_pct] -clock clk0 $non_clock_inputs
set_output_delay [expr $clk_period * $clk_io_pct] -clock clk0 [all_outputs]

===== flow/design.v =====
module Day05(clk,rstn,out);
    input clk,rstn;
    output reg [7:0]out;
    always @ (posedge clk)
    begin
        if (rstn == 1'b1)
        begin
            out <= 1;
        end    
        else begin
            out <= out + 2;
        end        
    end
endmodule

==> job_summary.md <==
## PnR job results

| Metric | Value |
|---|---|
| Status | `finished, final reports clean` |
| Clk buf depth | `2` |
| Critical Path RT | `1.36 ns` |
| Fin crit share | `87.7%` |
| Clock Latency Late Sink | `0.25 ns` |
| CTS buffer count | `3` |
| Place WS | `0.280 ns` |
| Count leader, synth | `dfxtp_1` |
| Critical path capture point | `out[4]` |
| Die X | `80 um` |
| Cell Rows | `21` |
| DIE HEIGHT | `80 um` |
| F_max | `671 MHz` |
| Clock Pin Slew Worst Setup and Hold Paths | `0.05 ns` |
| Wire per inst | `7.36 um` |
| Layout area overhead | `52.0%` |
| Vias per cell | `2.63` |
| # hold bufs at CTS | `0` |
| Total Routed Length | `~640 um` |
| Cell type with the largest total area | `dfxtp_1` |
| Floorplan Utilization | `8.39%` |
| Crit. End Element | `output pin` |
| DP Area | `around 410 um^2` |
| Placeable Area | `3420 um^2` |
| Yosys Instances | `31` |
| Flops after synth | `7` |
| Post-synthesis sequential area ratio | `48.9%` |
| Fin area | `roughly 440 um^2` |
| Top cell type's share of synthesized area | `48.9%` |
| Max Cap Viol | `0` |
| Crit path from | `out[4]` |
| Largest register FFs | `7` |
| Worst-path fanout max | `4` |
| Crit. path cell count | `1` |
| Ant. Diodes | `0` |
| Yosys stat chip area | `287 um^2` |
| PnR worst setup slack | `between 0.2 and 0.25 ns` |
| Top cells by area | `dfxtp_1, nor2_1, xor2_1, buf_4, o21bai_1` |
| Clk root buf | `clkbuf_4` |
| Post-Route Setup TNS | `0 ns` |
| Setup Fix Bufs, Post-CTS | `0` |
| H-tree lvl count | `1` |
| Fin. max-slew vios | `0` |
| Buffer-and-inverter tally for the worst setup path | `1` |
| Post-Syn Area | `287 um^2` |
| HP Class | `flop to flop` |
| Synth cell types | `14` |
| Count of library flops with an enable pin | `0` |
| Post-synth top cells | `dfxtp_1, nor2_1` |
| Critical path launch point type | `flop` |
| Worst R2R End | `out[7]` |
| Crit path cell chain | `clkdlybuf4s50_1` |
| Synth warnings | `1` |
| Crit Reg-Reg Startpoint | `out[1]` |
| Final min period | `1.49 ns` |
| Die Area | `6400 um^2` |
| PwrDens | `804 nW/um^2` |
| Final Hold Fails | `0` |
| DR iter-0 viols | `3` |
| Largest net degree at the start of global routing | `10` |
| DRC violations left | `0` |
| Final GP Congestion | `0.706` |
| DRT antenna net count | `0` |
| RSZ-0062 raised after global routing | `false` |
| Ys async rst share | `0%` |
| Total track usage | `between 2 and 2.5%` |
| Clock Skew | `0.00417 ns` |
| Share of cells above drive strength 1 | `9.76%` |
| Grt ovf | `0` |
| Vias in the first global route | `256` |
| IO buf count | `8` |
| CP Class | `flop to output pin` |
| Biggest register | `out` |
| Avg Cell Area, Syn | `a little over 9 um^2` |
| I/O Pins | `10` |
| Pleak | `0.000141 uW` |
| Primary FF master, synth | `dfxtp_1` |
| Register-to-Register Path Depth | `4` |
| First-pass GRT wire length | `~1200 um` |
| R2r setup slk | `0.55 ns` |
| Via count | `roughly 230` |
| IR drop worst, VDD | `approximately 0.41 mV` |
| CP top delay family | `buffers and inverters` |
| Biggest regs | `out x7` |
| Initial antenna violation count | `0` |
| Critical path's largest stage delay | `approximately 0.5 ns` |
| Critical path arrival | `1.15 ns` |
| OpenROAD warning count | `25` |
| CP max-delay cell | `clkdlybuf4s50_1` |
| Final core utilization | `12.7%` |
| CTS tree | `yes` |
| Dpl hpwl | `512 um` |
| Post_cts resized | `0` |
| Mapped Cells | `31` |
| # clock sinks | `7` |
| TritonRoute pass-1 iters | `2` |
| Final setup fails | `0` |
==> where the power goes <==
group | internal [uW] | switching (uW)
Sequential | 170 | 5.84
Clock | 89.5 | 59.9
Combinational | 17.0 | 7.28
Total | 277 | 73.1
==> cell type report <==
cell class	instances	area, um^2
clock buffer	4	26.3
fill	398	2980
multi-input combinational	22	131
sequential	7	140
tap	46	57.6
timing repair buffer	8	80.1
==> through the flow <==
step	hold slack [ns]	instances	total power [uW]
CTS	0.468	87	359
global route	0.511	87	381
global placement	0.450	83	203
finish	0.463	87	350
floorplan	0.418	31	190
detailed placement	0.453	83	204
==> layout by cell type (no fill, tap or decap), types with 2 or more instances in the layout <==
master and count:
clkdlybuf4s50_1 8, dfxtp_1 7, nor2_1 6, clkbuf_4 3, nand3_1 2, xor2_1 2, nand2_1 2, nor4_1 2
o21bai_1 2
==> per-layer routing <==
layer | track usage (%) | vias up | share of wire (%)
li1 | - | 120 | -
met1 | 3.47 | 96 | 61
met2 | 2.41 | 13 | 25
met3 | 1.82 | 0 | 13
met4 | 0.352 | 0 | 0
met5 | 0 | - | 0
==> cells by family after synthesis <==
logic type                 count (synthesis)  synth area share, %
and+or+nand+nor                           15                 25.8
DFF                                        7                 48.9
xor gates and xnor gates                   3                 9.17
AOI/OAI and AO/OA                          2                 5.24
buffers and inverters                      2                 5.24
adders and majority gates                  1                 4.37
other                                      1                 1.31
==> worst min path at each step <==
stage,startpoint,to,depth (start not counted)
global route,out[1],out[1],1
CTS,out[1],out[1],1
finish,out[1],out[1],1
No activity file was given, so power comes from the tool's default toggle rates.
